--- design.v ---
`timescale 1ns / 1ps
module PL_Calculate(
    clk,
    rst_n,
    ps_write_done,
    pl_cal_done,
    bram_addr_0b,
    bram_clk_0b,
    bram_wrdata_0b,
    bram_rddata_0b,
    bram_en_0b,
    bram_rst_0b,
    bram_we_0b,
    bram_addr_1a,
    bram_clk_1a,
    bram_wrdata_1a,
    bram_rddata_1a,
    bram_en_1a,
    bram_rst_1a,
    bram_we_1a
    );
    input clk;
    input rst_n;
    input ps_write_done;
    output pl_cal_done;
    output [31:0]bram_addr_0b;
    output bram_clk_0b;
    output [31:0]bram_wrdata_0b;
    input [31:0]bram_rddata_0b;
    output bram_en_0b;
    output bram_rst_0b;
    output [3:0]bram_we_0b;
    output [31:0]bram_addr_1a;
    output bram_clk_1a;
    output [31:0]bram_wrdata_1a;
    input [31:0]bram_rddata_1a;
    output bram_en_1a;
    output bram_rst_1a;
    output [3:0]bram_we_1a;
	wire clk;
	wire rst_n;
	wire ps_write_done;
	wire pl_cal_done;
	wire [31:0]bram_addr_0b;
	wire bram_clk_0b;
	wire [31:0]bram_wrdata_0b;
	wire [31:0]bram_rddata_0b;
	wire bram_en_0b;
	wire bram_rst_0b;
	wire [3:0]bram_we_0b;
	wire [31:0]bram_addr_1a;
	wire bram_clk_1a;
	wire [31:0]bram_wrdata_1a;
	wire [31:0]bram_rddata_1a;
	wire bram_en_1a;
	wire bram_rst_1a;
	wire [3:0]bram_we_1a;
	reg ps_write_done_reg_0;
	reg ps_write_done_reg_1;
	reg pl_cal_done_reg;
	reg [31:0]bram_addr_0b_reg;
	reg [31:0]bram_rddata_0b_reg;
	reg bram_en_0b_reg;
	reg [3:0]bram_we_0b_reg;
	reg [31:0]bram_addr_1a_reg;
	reg [31:0]bram_wrdata_1a_reg;
	reg bram_en_1a_reg;
	reg [3:0]bram_we_1a_reg;
	reg [2:0]state;
	localparam  IDLE=3'b000,
				State1=3'b001,
				State2=3'b011,
				State3=3'b010,
				State4=3'b110,
				State5=3'b111;
	localparam  BRAM_ADDRESS_HIGH = 32'd4096 - 32'd4;
	assign pl_cal_done=pl_cal_done_reg;
	assign bram_clk_0b=clk;
	assign bram_rst_0b=~rst_n;
	assign bram_addr_0b=bram_addr_0b_reg;
	assign bram_en_0b=bram_en_0b_reg;
	assign bram_we_0b=bram_we_0b_reg;
	assign bram_clk_1a=clk;
	assign bram_rst_1a=~rst_n;
	assign bram_addr_1a=bram_addr_1a_reg;
	assign bram_wrdata_1a=bram_wrdata_1a_reg;
	assign bram_en_1a=bram_en_1a_reg;
	assign bram_we_1a=bram_we_1a_reg;
	always @ (posedge clk)
	begin
		if(!rst_n)
			ps_write_done_reg_0<=1'b0;
		else
			ps_write_done_reg_0<=ps_write_done;
	end
	always @ (posedge clk)
	begin
		if(!rst_n)
			ps_write_done_reg_1<=1'b0;
		else if ({ps_write_done_reg_0,ps_write_done}==2'b01)
			ps_write_done_reg_1<=1'b1;
		else
			ps_write_done_reg_1<=1'b0;
	end
	always @ (posedge clk)
	begin
		if(!rst_n)
		begin
			state<=IDLE;
			bram_addr_0b_reg<=32'd0;
			bram_en_0b_reg<=1'b0;
			bram_we_0b_reg<=4'd0;
			bram_rddata_0b_reg<=32'd0;
			bram_addr_1a_reg<=32'd0;
			bram_wrdata_1a_reg<=32'd0;
			bram_en_1a_reg<=1'b0;
			bram_we_1a_reg<=4'd0;
			pl_cal_done_reg<=1'b0;
		end	
		else begin
			case(state)
			IDLE: begin
					if(ps_write_done_reg_1)
					begin
						bram_en_0b_reg<=1'b1;
						bram_we_0b_reg<=4'd0;
						state<=State1;
					end
					else begin
						state<=IDLE;
						bram_en_0b_reg<=1'b0;
						bram_we_0b_reg<=4'd0;
						bram_addr_0b_reg<=bram_addr_0b_reg;
						bram_en_1a_reg<=1'b0;
						bram_we_1a_reg<=4'd0;
						bram_addr_1a_reg<=bram_addr_1a_reg;
					end
				end
			State1: begin
					bram_en_0b_reg<=1'b0;
                    state<=State2;
                end
            State2:begin
					bram_rddata_0b_reg<=bram_rddata_0b;
					state<=State3;
				end
			State3: begin
					bram_en_1a_reg<=1'b1;
					bram_we_1a_reg<=4'hf;
					bram_wrdata_1a_reg<=bram_rddata_0b_reg+31'd2;
					state<=State4;
				end
			State4: begin
					state<=IDLE;
					bram_en_1a_reg<=1'b0;
					bram_en_0b_reg<=1'b0;
					bram_we_1a_reg<=4'd0;
					bram_we_0b_reg<=4'd0;
					if(bram_addr_1a_reg==BRAM_ADDRESS_HIGH)
					begin
						bram_addr_0b_reg<=32'd0;
						bram_addr_1a_reg<=32'd0;
						pl_cal_done_reg<=~pl_cal_done_reg;
					end
					else begin
						bram_addr_0b_reg<=bram_addr_0b_reg+32'd4;
						bram_addr_1a_reg<=bram_addr_1a_reg+32'd4;
					end
				end
			default: state<=IDLE;
			endcase
		end
	end
endmodule
--- run.sh ---
#!/bin/bash
# OpenROAD 26Q1-2900-gdf79404cd8, Yosys 0.63+post, stock flow scripts
make -C /OpenROAD-flow-scripts/flow DESIGN_CONFIG=/design/flow/config.mk WORK_HOME=/design/flow/orfs finish
--- config.mk ---
export PLATFORM = sky130hd
export DESIGN_NAME = PL_Calculate
export DESIGN_NICKNAME = PL_Calculate
export VERILOG_FILES = /design/flow/design.v
export SDC_FILE = /design/flow/constraint.sdc
export NUM_CORES = 4
export LEC_CHECK = 1
export CORE_UTILIZATION = 40
--- constraint.sdc ---
current_design PL_Calculate

set clk_period 5.9
set clk_io_pct 0.2

create_clock -name clk0 -period $clk_period [get_ports {clk}]

set non_clock_inputs [all_inputs -no_clocks]
set_input_delay [expr $clk_period * $clk_io_pct] -clock clk0 $non_clock_inputs
set_output_delay [expr $clk_period * $clk_io_pct] -clock clk0 [all_outputs]
==> Slide: Implementation Results <==
Run Summary

Status
  • Outcome: completed

Clocking
  • Post-cts sizing count: 0
  • Post-CTS setup buffer count: 0
  • Worst-path clk slew: 0.06 ns
  • CTS tree: built
  • Clk latency of the worst-skew pair: approximately 0.52 ns
  • Hold buffers post-CTS: 0

Global route
  • First-pass GRT wire length: 25800 um
  • Total global routing overflow: 0
  • GRT Total Usage: 19.7%
  • Largest net degree at the start of global routing: 63
  • Antenna violations before repair: 0
  • Vias in the first global route: 5132

Critical path
  • Crit-path max FO: 2
  • WP data required: 4.72 ns
  • Reg-to-reg startpoint: state[2]$_DFF_P_
  • Most frequent CP cell: clkbuf_16
  • Crit-path slowest cell: clkdlybuf4s50_1
  • CP Buf/Inv Count: 3
  • Critical path, cell by cell: clkbuf_16, clkbuf_16, clkdlybuf4s50_1
  • Largest delay share family, worst path: buffers and inverters
  • Worst path arrival time: 3.60 ns
  • Path type of the worst setup path: clock port to primary output
  • CP endpoint kind: primary output
  • CP peak stage delay: 0.39 ns
  • Critical path origin: clk
  • Worst setup SP type: clock port

Detailed routing
  • # DRC: 0
  • Post-DR vias/cell: 5.32
  • Met1 WL: between 7000 and 8000 um
  • Post-route ant nets: 0
  • Met2 WL: 7270 um
  • Routed WL: 15900 um
  • Max Used Layer: met4
  • Avg WL per Cell: between 10 and 15 um
  • DR vias: 5840
  • WL met3: 936 um
  • Drt pass-1 iters: 5
  • N_diodes: 0
  • DR iter-0 viols: 401

Place
  • Placed Instances: roughly 1100
  • Dpl hpwl: 10600 um
  • Routability cong.: 0.866
  • IO Port Bufs: 137

STA
  • Final setup vio count: 0
  • Hold_ws: roughly 0.38 ns
  • Final Hold Violation Tally: 0
  • Slew headroom: a little under half
  • Setup Skew: 0.00544 ns
  • Slew @ Worst Pin: approximately 0.8 ns
  • Max-slew violations: 0
  • RSZ-0062 raised after global routing: no
  • Setup TNS: 0 ns

Layout
  • Final Non-Filler Cells: 1097
  • Fillers: 1384
  • Ratio of cells with drive above 1 in the final layout: 5.56%
  • Synth-to-Final Area Change: 30.4%

Pwr
  • Sw Ratio: about a fifth
  • Part of the power in combinational logic: 3.4%
  • Leak: 2.78 nW
  • Total Power: 2.16 mW
  • PwrDens: 257 mW/mm^2
  • Max rail drop VDD: 0.000235 V
  • Sw Pwr: 0.443 mW
  • Clock power frac: between 50% and 60%
  • Internal power: between 1.5 and 2 mW
  • Flop pwr share: 42.8%

Die
  • IO Pins: 210
  • Initial Util: 40.8%
  • # rows: 46
  • Core ar.: 0.0158 sq mm
  • Die Y: 129 um
  • Die span in x: approximately 130 um
  • Chip area: roughly 0.017 sq mm

Yosys
  • Distinct cell type count of the synthesized netlist: 43
  • Cells after Synth: 756
  • Yosys top cell area share: 41.5%
  • Post-synthesis sequential area ratio: 41.5%
  • Async set-reset flop share out of synthesis: 0%
  • Syn_area_per_cell: 8.55 sq um
  • Flops out of synthesis: 134
  • Ys flop type: dfxtp_1
  • Yosys warns: 33
  • Post-synth EDFFs: 0
  • Area leader, netlist: dfxtp_1
  • # Cells Yosys: 756
  • Synth area leaders: dfxtp_1 42%, buf_4 5.5%, mux2i_1 5.4%, nor2_1 4.1%, o21ai_0 3.4%
  • Post-Syn Area: 0.00646 sq mm
  • Chip Area, Yosys: 0.00646 sq mm

Min path
  • Hold_sp: ps_write_done_reg_0$_SDFF_PN0_
  • Hold Crit Class: flip-flop to flip-flop

Run
  • MaxCap Viol Count: 0
  • OpenROAD warnings: 59
cells in the final DEF, fill, tap and decap left out, types with 17 or more instances in the layout:
cell type,synthesis,routed
a21oi_1,42,42
and4_1,20,20
clkbuf_16,0,21
clkdlybuf4s50_1,0,137
conb_1,1,40
dfxtp_1,134,132
mux2i_1,35,35
nand2_1,44,44
nand3_1,39,39
nand4_1,29,29
nor2_1,71,71
nor3_1,17,17
o21ai_0,44,44
o31ai_1,19,19
or3_1,27,27
or4_1,24,24
xor2_1,20,20
logic make-up after synthesis:
family,count (synthesis),share of synthesized area (%)
AND/OR/NAND/NOR,309,25.8
AND-OR/OR-AND,138,13.1
flip-flops,134,41.5
buffers and inverters,103,9.00
multiplexers,35,5.42
XOR/XNOR,33,4.47
adder cells (fa/ha/maj),3,0.581
other,1,0.0580
power by group through the flow:
stage	clock (mW)	combinational (mW)	sequential, mW
after CTS	1.19	0.0746	0.925
after global routing	1.24	0.0809	0.927
final	1.17	0.0732	0.926
metal layers:
layer | up-vias | track usage, %
met4 | 0 | 2.63
met2 | 191 | 30.8
li1 | 2924 | -
met5 | - | 0
met3 | 14 | 4.79
met1 | 2711 | 29.1
stage by stage:
stage,utilization [%],area (sq um),worst slack [ns]
2_1_floorplan,-,6610,1.67
3_3_place_gp,49.0,7760,1.40
3_5_place_dp,49.0,7760,1.40
4_1_cts,53.2,8430,1.11
5_1_grt,53.2,8430,1.09
6_report,53.2,8430,1.12
final cells by class:
cell class / instances / area (sq um) / share of cell area [%]
well taps: 216 / 270 / 3.21
clock inverters: 9 / 75.1 / 0.891
inverters: 11 / 41.3 / 0.490
clock buffers: 28 / 614 / 7.29
multi-input cells: 558 / 3340 / 39.7
flip-flops and latches: 134 / 2690 / 31.9
repair buffers: 141 / 1400 / 16.6
cell usage after synthesis, types with 2 or more instances:
| library cell | number |
|---|---|
| o41ai_1 | 2 |
| or3_1 | 27 |
| and4_1 | 20 |
| o211ai_1 | 2 |
| o31ai_1 | 19 |
| xnor2_1 | 13 |
| a31oi_1 | 6 |
| and3_1 | 9 |
| or4_1 | 24 |
| nand4_1 | 29 |
| o21ai_0 | 44 |
| a21oi_1 | 42 |
| clkbuf_1 | 29 |
| o311ai_0 | 4 |
| nand2_1 | 44 |
| o2111ai_1 | 2 |
| a311oi_1 | 2 |
| nor2b_1 | 2 |
| and2_1 | 9 |
| buf_2 | 9 |
| buf_1 | 6 |
| buf_4 | 47 |
| inv_1 | 10 |
| nor4_1 | 13 |
| xor2_1 | 20 |
| dfxtp_1 | 134 |
| nand3_1 | 39 |
| or2_2 | 2 |
| a211oi_1 | 9 |
| o311a_1 | 3 |
| ha_1 | 3 |
| mux2i_1 | 35 |
| nor3_1 | 17 |
| nor2_1 | 71 |
final timing paths:
kind,slack (ns),endpoint,cells past startpoint
worst min register to register,0.38,ps_write_done_reg_1$_SDFF_PN0_,1
worst max-delay path,1.12,bram_clk_0b,3
worst max register to register,3.17,bram_addr_0b_reg[6]$_SDFFE_PN0P_,5
worst min-delay path,0.38,ps_write_done_reg_1$_SDFF_PN0_,1
Power figures rest on the tool's default switching activity, not on a simulated workload.
